===== design/flow/config.mk =====
export PLATFORM = sky130hd
export DESIGN_NAME = idex
export DESIGN_NICKNAME = idex
export VERILOG_FILES = /design/flow/design.v
export SDC_FILE = /design/flow/constraint.sdc
export NUM_CORES = 4
export LEC_CHECK = 1
export CORE_UTILIZATION = 50

===== design/flow/constraint.sdc =====
current_design idex

set clk_period 2.0
set clk_io_pct 0.2

create_clock -name clk0 -period $clk_period [get_ports {clk}]

set non_clock_inputs [all_inputs -no_clocks]
set_input_delay [expr $clk_period * $clk_io_pct] -clock clk0 $non_clock_inputs
set_output_delay [expr $clk_period * $clk_io_pct] -clock clk0 [all_outputs]

===== design/flow/design.v =====
module BitCell( input clk,  input rst, input D, input WriteEnable, input ReadEnable1, input ReadEnable2, inout Bitline1, inout Bitline2);
wire q;
dff ff(.q(q), .d(D), .wen(WriteEnable), .clk(clk), .rst(rst));
assign Bitline1 = (ReadEnable1) ? q : 1'bz;
assign Bitline2 = (ReadEnable2) ? q : 1'bz;
endmodule 
module dff (q, d, wen, clk, rst);
    output         q;  
    input          d;  
    input 	   wen;  
    input          clk;  
    input          rst;  
    reg            state;
    assign q = state;
    always @(posedge clk) begin
      state = rst ? 0 : (wen ? d : state);
    end
endmodule
module idex(input clk, rst, flush, write, stall_in, ifid_flush, input[2:0] idex_nvz, input [15:0] inst_data, pc, SrcData1, SrcData2, output stall_out, flush_out, flush_out2, output [15:0] inst_data_pl, pc_pl, SrcData1_pl, SrcData2_pl);
register_16b inst_reg(.clk(clk), .rst(rst|flush), .write_en(write), .data_in(inst_data), .data_out(inst_data_pl));
register_16b SrcData1_reg(.clk(clk), .rst(rst), .write_en(write), .data_in(SrcData1), .data_out(SrcData1_pl));
register_16b SrcData2_reg(.clk(clk), .rst(rst), .write_en(write), .data_in(SrcData2), .data_out(SrcData2_pl));
register_16b pc_reg(.clk(clk), .rst(rst|flush), .write_en(write), .data_in(pc), .data_out(pc_pl));
dff stall(.q(stall_out), .d(stall_in), .wen(write), .clk(clk), .rst(rst));
dff flushff(.q(flush_out), .d(flush), .wen(write), .clk(clk), .rst(rst));
dff flush2ff(.q(flush_out2), .d(ifid_flush), .wen(write), .clk(clk), .rst(rst));
endmodule
module register_16b(input clk, rst, write_en, input[15:0] data_in, output [15:0] data_out);
	dff bit0(.q(data_out[0]), .d(data_in[0]), .wen(write_en), .clk(clk), .rst(rst));
	dff bit1(.q(data_out[1]), .d(data_in[1]), .wen(write_en), .clk(clk), .rst(rst));
	dff bit2(.q(data_out[2]), .d(data_in[2]), .wen(write_en), .clk(clk), .rst(rst));
	dff bit3(.q(data_out[3]), .d(data_in[3]), .wen(write_en), .clk(clk), .rst(rst));
	dff bit4(.q(data_out[4]), .d(data_in[4]), .wen(write_en), .clk(clk), .rst(rst));
	dff bit5(.q(data_out[5]), .d(data_in[5]), .wen(write_en), .clk(clk), .rst(rst));
	dff bit6(.q(data_out[6]), .d(data_in[6]), .wen(write_en), .clk(clk), .rst(rst));
	dff bit7(.q(data_out[7]), .d(data_in[7]), .wen(write_en), .clk(clk), .rst(rst));
	dff bit8(.q(data_out[8]), .d(data_in[8]), .wen(write_en), .clk(clk), .rst(rst));
	dff bit9(.q(data_out[9]), .d(data_in[9]), .wen(write_en), .clk(clk), .rst(rst));
	dff bit10(.q(data_out[10]), .d(data_in[10]), .wen(write_en), .clk(clk), .rst(rst));
	dff bit11(.q(data_out[11]), .d(data_in[11]), .wen(write_en), .clk(clk), .rst(rst));
	dff bit12(.q(data_out[12]), .d(data_in[12]), .wen(write_en), .clk(clk), .rst(rst));
	dff bit13(.q(data_out[13]), .d(data_in[13]), .wen(write_en), .clk(clk), .rst(rst));
	dff bit14(.q(data_out[14]), .d(data_in[14]), .wen(write_en), .clk(clk), .rst(rst));
	dff bit15(.q(data_out[15]), .d(data_in[15]), .wen(write_en), .clk(clk), .rst(rst));
endmodule

===== design/flow/run.sh =====
#!/bin/bash
# OpenROAD 26Q1-2900-gdf79404cd8, Yosys 0.63+post, stock flow scripts
make -C /OpenROAD-flow-scripts/flow DESIGN_CONFIG=/design/flow/config.mk WORK_HOME=/design/flow/orfs finish

==> flow_summary.toml <==
# yosys + openroad results
[clock_tree]
cts_buffers = 9
cts_sinks = 67
cts_tree = "yes"
cts.hold.buffers_added = 0
clk_pin_slew_ns = 0.06
clockBufferDepth = 2
cts_root_buf = "clkbuf_8"
htree_levels = 3
post_cts_resized = 0
worstSkewPairLatency_ns = 0.32
cts_setup_buffers = 0

[yosys]
syn_avg_cell_area_um2 = 10.34
ys_sh_simple_pct = 9.700
synthTopLogicFamily = "multiplexers"
ys_sh_xor_pct = 0
ys_warn_count = 3
area_leaders = "dfxtp_1 46%, mux2i_1 23%, buf_4 17%"
syn_area_um2 = 2915
synth_stat.cells = 282
synth_cell_types = 9
postSynthSeqShare_pct = 46.01
ys_ff = 67
yosysChipArea_um2 = 2915
aoi_share_pct = 0
synth_top_cell_by_area = "dfxtp_1"
top_area_share_pct = 46.01
ys_sh_adder_pct = 0
muxShareOfSynthArea_pct = 23.00
synth_cells = 282

[cells_and_area]
fill_cells = 427
drive_gt1_share_pct = 8.101
syn2layout_area_growth_pct = 36.44
seqCellArea_um2 = 1341
logic_area_um2 = 953.4
finish.utilization_pct = 71.36

[floorplanning]
dieArea_um2 = 6140
core_area_um2 = 5574
pin_count = 140
std_cell_rows = 27
initial_utilization_pct = 52.30
die_w_um = 78.36
die_h_um = 78.36

[power_and_ir_drop]
power_leakage_nw = 1.678
ir_worst_vdd_mv = 0.7660
swShare_pct = 21.25
powerDensity_nw_per_um2 = 726.7
intPower_mw = 2.276
seqPwrFrac_pct = 49.4
p_switching_uw = 614.4
power_frac_clock_pct = 36.3
p_comb_share_pct = 14.4

[global_routing]
grt_pass1_vias = 1805
grt_usage_pct = 17.71
grt_max_degree = 68
grt_pass1_wl_mm = 8.307
grt_antenna_before_repair = 0
overflow = 0

[hold_path]
holdCritPathClass = "reg2reg"
whs_path_depth = 2

[drt]
postRouteAntennaNets = 0
wire_per_inst_um = 12.45
drt_first_pass_iters = 4
num_antenna_cells = 0
vias = 1932
drcViolationCount = 0
wl_mm = 5.355
drt_iter0_drc = 26
viasPerCell = 4.493

[place]
port_buffers = 136
gp_congestion = 0.7843
dp_hpwl_mm = 3.585

[timing]
timing.setup.tns_ns = 0
slew_headroom_pct = 69.10
finalCritPeriodShare_pct = 77.54
drv_slew = 0
fin_crit_ns = 1.551
setup_viol = 0
worst_pin_slew_ns = 0.4636
whs_ns = 0.4888
rsz0062_at_grt = "no"
max_freq_mhz = 644.8
hold_viol_final = 0
skew_ns = 0

[worst_setup_path]
end_kind = "primary output"
critical_path_buf_inv_count = 1
worstPathCellList = "clkdlybuf4s50_1"
required_ns = 1.60
reg2regPathDepth = 2
cpMaxStageDelayCell = "clkdlybuf4s50_1"
path_depth = 1
slowest_delay_ns = 0.49
crit_fanout = 2
path_class = "reg2out"
critical-path-top-delay-family = "buffers and inverters"
critPathLaunchType = "flip-flop"
arrival_ns = 1.15

[flow_run]
drv_cap = 0
tool_warnings = 29

[run_status]
outcome = "finished clean"
## power groups by stage
stage / clock network, mW / logic (mW) / registers, mW
4_1_cts: 1.09 / 0.421 / 1.43
6_report: 1.05 / 0.415 / 1.43
5_1_grt: 1.15 / 0.452 / 1.43
## final timing paths
check	slack, ns	endpoint	startpoint
max	0.45	SrcData2_pl[8]	SrcData2_reg.bit8.state
min	0.49	SrcData1_reg.bit6.state	SrcData1_reg.bit6.state
max reg2reg	1.37	SrcData1_reg.bit3.state	SrcData1_reg.bit3.state
min reg2reg	0.49	SrcData1_reg.bit6.state	SrcData1_reg.bit6.state
## cell usage after synthesis, drive strengths merged
cell type  number
clkbuf          3
nor2           67
buf            77
or2             1
mux2i          67
dfxtp          67
## per-stage QoR
stage | setup WS (ns) | area, µm² | total power, mW | cells
2_1_floorplan | 0.8204 | 2915 | 1.687 | 282
3_3_place_gp | 0.2830 | 3786 | 1.868 | 414
3_5_place_dp | 0.2672 | 3786 | 1.873 | 414
4_1_cts | 0.4256 | 3978 | 2.934 | 430
5_1_grt | 0.3858 | 3978 | 3.033 | 430
6_report | 0.4491 | 3978 | 2.891 | 430
## area by class of cell
cell class	instances	area share [%]
repair buffers	140	35.23
flip-flops and latches	67	33.72
multi-input cells	135	23.97
clock buffers	15	4.687
well taps	72	2.265
clock inverters	1	0.1258
## cell families (layout without fill, tap and decap cells)
group                  count (synthesis)  in the layout
multiplexers                          67             67
buffers and inverters                 80            156
AND/OR/NAND/NOR                       68             68
flip-flops                            67             67
## metal layers
metal	vias to the layer above	routed length, µm	track usage (%)
met2	83	2363	27.37
met4	0	44	2.037
met5	-	0	0
met1	851	2426	24.68
met3	6	520	7.438
li1	992	-	-
## placed cells by master (no fill, tap or decap)
cell / count
buf_12: 1
clkdlybuf4s50_1: 135
clkbuf_1: 2
buf_4: 4
or2_1: 1
nor2_1: 57
clkinv_2: 1
dfxtp_1: 67
clkbuf_8: 13
mux2i_1: 67
nor2_2: 10
## worst min-delay path: cells and delay by family (launching register included)
family / cells / cell delay (ns)
DFF: 1 / 0.32
muxes: 1 / 0.06
and+or+nand+nor: 1 / 0.07
Power figures rest on the tool's default switching activity, not on a simulated workload.
