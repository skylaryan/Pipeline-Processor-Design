### /design/flow/config.mk
export PLATFORM = sky130hd
export DESIGN_NAME = exmem
export DESIGN_NICKNAME = exmem
export VERILOG_FILES = /design/flow/design.v
export SDC_FILE = /design/flow/constraint.sdc
export NUM_CORES = 4
export LEC_CHECK = 1
export CORE_UTILIZATION = 30
### /design/flow/constraint.sdc
current_design exmem

set clk_period 1.0
set clk_io_pct 0.2

create_clock -name clk0 -period $clk_period [get_ports {clk}]

set non_clock_inputs [all_inputs -no_clocks]
set_input_delay [expr $clk_period * $clk_io_pct] -clock clk0 $non_clock_inputs
set_output_delay [expr $clk_period * $clk_io_pct] -clock clk0 [all_outputs]
### /design/flow/design.v
module BitCell( input clk,  input rst, input D, input WriteEnable, input ReadEnable1, input ReadEnable2, inout Bitline1, inout Bitline2);
wire q;
dff ff(.q(q), .d(D), .wen(WriteEnable), .clk(clk), .rst(rst));
assign Bitline1 = (ReadEnable1) ? q : 1'bz;
assign Bitline2 = (ReadEnable2) ? q : 1'bz;
endmodule 
module dff (q, d, wen, clk, rst);
    output         q;  
    input          d;  
    input 	   wen;  
    input          clk;  
    input          rst;  
    reg            state;
    assign q = state;
    always @(posedge clk) begin
      state = rst ? 0 : (wen ? d : state);
    end
endmodule
module exmem(input clk, rst, flush, write, stall_in, input [2:0] nvz, input [15:0] inst_data, alu_out, SrcData, calcPC, idexpc, output stall_out, flush_out, output[2:0] nvz_pl, output [15:0] inst_data_pl, alu_out_pl, SrcData_pl, exmem_calcPC, exmemPC);
register_16b inst_reg(.clk(clk), .rst(rst), .write_en(write), .data_in(inst_data), .data_out(inst_data_pl));
register_16b alu_reg(.clk(clk), .rst(rst), .write_en(write), .data_in(alu_out), .data_out(alu_out_pl));
register_16b SrcData_reg(.clk(clk), .rst(rst), .write_en(write), .data_in(SrcData), .data_out(SrcData_pl));
register_16b pc_reg(.clk(clk), .rst(rst), .write_en(write), .data_in(calcPC), .data_out(exmem_calcPC));
register_16b idex_reg(.clk(clk), .rst(rst), .write_en(write), .data_in(idexpc), .data_out(exmemPC));
dff n(.q(nvz_pl[2]), .d(nvz[2]), .wen(write), .clk(clk), .rst(rst));
dff v(.q(nvz_pl[1]), .d(nvz[1]), .wen(write), .clk(clk), .rst(rst));
dff z(.q(nvz_pl[0]), .d(nvz[0]), .wen(write), .clk(clk), .rst(rst));
dff stall(.q(stall_out), .d(stall_in), .wen(write), .clk(clk), .rst(rst));
dff flushff(.q(flush_out), .d(flush), .wen(write), .clk(clk), .rst(rst));
endmodule
module register_16b(input clk, rst, write_en, input[15:0] data_in, output [15:0] data_out);
	dff bit0(.q(data_out[0]), .d(data_in[0]), .wen(write_en), .clk(clk), .rst(rst));
	dff bit1(.q(data_out[1]), .d(data_in[1]), .wen(write_en), .clk(clk), .rst(rst));
	dff bit2(.q(data_out[2]), .d(data_in[2]), .wen(write_en), .clk(clk), .rst(rst));
	dff bit3(.q(data_out[3]), .d(data_in[3]), .wen(write_en), .clk(clk), .rst(rst));
	dff bit4(.q(data_out[4]), .d(data_in[4]), .wen(write_en), .clk(clk), .rst(rst));
	dff bit5(.q(data_out[5]), .d(data_in[5]), .wen(write_en), .clk(clk), .rst(rst));
	dff bit6(.q(data_out[6]), .d(data_in[6]), .wen(write_en), .clk(clk), .rst(rst));
	dff bit7(.q(data_out[7]), .d(data_in[7]), .wen(write_en), .clk(clk), .rst(rst));
	dff bit8(.q(data_out[8]), .d(data_in[8]), .wen(write_en), .clk(clk), .rst(rst));
	dff bit9(.q(data_out[9]), .d(data_in[9]), .wen(write_en), .clk(clk), .rst(rst));
	dff bit10(.q(data_out[10]), .d(data_in[10]), .wen(write_en), .clk(clk), .rst(rst));
	dff bit11(.q(data_out[11]), .d(data_in[11]), .wen(write_en), .clk(clk), .rst(rst));
	dff bit12(.q(data_out[12]), .d(data_in[12]), .wen(write_en), .clk(clk), .rst(rst));
	dff bit13(.q(data_out[13]), .d(data_in[13]), .wen(write_en), .clk(clk), .rst(rst));
	dff bit14(.q(data_out[14]), .d(data_in[14]), .wen(write_en), .clk(clk), .rst(rst));
	dff bit15(.q(data_out[15]), .d(data_in[15]), .wen(write_en), .clk(clk), .rst(rst));
endmodule
### /design/flow/run.sh
#!/bin/bash
# OpenROAD 26Q1-2900-gdf79404cd8, Yosys 0.63+post, stock flow scripts
make -C /OpenROAD-flow-scripts/flow DESIGN_CONFIG=/design/flow/config.mk WORK_HOME=/design/flow/orfs finish
==> GITHUB_STEP_SUMMARY <==
## PnR job results

| Metric | Value |
|---|---|
| Synth top cells by count | buf_4, dfxtp_1, mux2i_1, nor2_1, clkbuf_1 |
| Layout cells sized above 1 | roughly 44% |
| First-pass GRT wire length | 12000 um |
| CTS tree | yes |
| Multiplexer share | 23.1% |
| Final setup vio count | 0 |
| Ys Warns | 3 |
| XOR/XNOR Area Share | 0% |
| Worst-skew pair later-pin latency | 0.34 ns |
| Adder Share, Synth | 0% |
| GR Overflow Total | 0 |
| CP Capture Type | output port |
| Async set-reset flop share out of synthesis | 0% |
| Crit path required time | approximately 0.80 ns |
| Synth Area in Compound Gates | 0% |
| Seq/Total Area, Yosys | 46.2% |
| VDD IR-drop max | 1.18 mV |
| Deepest clock path buffer count | 2 |
| Vias per cell | 4.15 |
| Init Core Util | between 30 and 40% |
| # fillers | 1166 |
| CP max stage cell | dfxtp_2 |
| Synth top cell by count | buf_4 |
| Drt pass-1 iters | 3 |
| FMAX | 1030 MHz |
| Die width | 113 um |
| Yosys cell count | 357 |
| Die extent in y | ~110 um |
| Hold Crit Class | in2reg |
| Crit Path Category | reg2out |
| Distinct lib cells | 7 |
| Vias in the first global route | 2449 |
| Max-slew violations | 0 |
| Antenna Nets Post-Route | 0 |
| TritonCTS Buffers | 9 |
| Chip area | 12700 um^2 |
| Clk root buf | clkbuf_16 |
| Gate power share | 12.6% |
| Storage element area | 1810 um^2 |
| Log Warnings | 26 |
| Crit-path max FO | 2 |
| Row count | about 40 |
| Mapped Area | about 3700 um^2 |
| H-tree lvl count | 3 |
| Max-Cap Viols | 0 |
| Critical Path AT | between 0.7 and 0.8 ns |
| RePlAce Congestion | 0.714 |
| Top-area cell share | 46.2% |
| Worst setup SP type | flop |
| Final setup TNS | 0 ns |
| Vias | 2515 |
| Initial antenna violation count | 0 |
| CP top delay family | flip-flops |
| Share of power burned in registers | 46.4% |
| IO buf count | ~170 |
| Sw Share | 21.5% |
| Cell Chain, Critical Path | buf_2 |
| Initial drt markers | between 100 and 150 |
| Worst Tran Pin Value | about 0.21 ns |
| Clock group share of total power | 41.0% |
| Area growth from synthesis to layout | 33.5% |
| RSZ-0062 raised after global routing | yes |
| Worst Clk Skew | 0 ns |
| Post-Synth Simple-Gate Area | about 8.7% |
| Main logic family | multiplexers |
| Buffer and inverter count on the worst path | 1 |
| Inst Count DP | 587 |
| Yosys chip area | 3680 um^2 |
| Run status | complete, no violations |
| CTS sink cnt | approximately 85 |
| Hpwl dp | between 5000 and 6000 um |
| Drt total wl | 7530 um |
| Synth area leader | dfxtp_1 |
| ANT cells | 0 |
| Internal power | 6.29 mW |
| Syn Inst Count | between 300 and 400 |
| Total Power | 8.01 mW |
| Power Density | 1630 nW/um^2 |
| Count of library flops with an enable pin | 0 |
| Lkg Pwr | ~2.4 nW |
| Top-Level Pins | 173 |
| Post-synth area hogs | dfxtp_1, mux2i_1, buf_4, nor2_1, buf_12 |
| Non-Filler Instances | approximately 610 |
| Ys flops | around 85 |
| Crit path time final | slightly below 1 ns |
| NetSw | 1.73 mW |
| DR DRC count | 0 |
| Routed len/inst | between 10 and 15 um |
| Clk slew on worst S/H paths | roughly 0.060 ns |
| Slew HR | 86.0% |
| Post-Syn Area per Cell | 10.3 um^2 |
| Top FF cell, synth | dfxtp_1 |
| Largest net degree at the start of global routing | 47 |
| Period utilisation layout | 97.3% |
| Total GRT Usage | 12.0% |
| Comb gate area | 1170 um^2 |
| CP max stage delay | approximately 0.32 ns |
| Final Hold Viols | 0 |
| Core area | 12000 um^2 |
## layout by cell type (no fill, tap or decap), drive strengths merged
cell type / count
buf: 103
dfxtp: 85
mux2i: 85
nor2: 85
clkdlybuf4s50: 85
clkbuf: 11
clkinv: 4
bufinv: 1
## through the flow
step           utilization [%]  hold slack (ns)  area, um^2  setup WS (ns)
2_1_floorplan                -            0.347        3680         0.0670
3_3_place_gp              41.1            0.471        4920        -0.0147
3_5_place_dp              41.1            0.479        4920        -0.0318
4_1_cts                   41.0            0.287        4910        0.00446
5_1_grt                   41.1            0.310        4910        -0.0103
6_report                  41.1            0.304        4910         0.0272
## area by class of cell
cell class / instances / share of cell area, %
flip-flops and latches: 85 / 36.8
multi-input cells: 170 / 23.8
clock inverters: 5 / 1.02
well taps: 147 / 3.74
clock buffers: 11 / 4.94
repair buffers: 188 / 29.7
## path summary, 6_finish.rpt
check	startpoint	to	slack, ns	cells after the start
setup / recovery	alu_reg.bit15.state	alu_out_pl[15]	0.03	1
setup reg to reg	pc_reg.bit0.state	pc_reg.bit0.state	0.27	3
hold reg to reg	idex_reg.bit15.state	idex_reg.bit15.state	0.47	2
hold / removal	rst	idex_reg.bit13.state	0.30	3
## repair_timing
action                                  in CTS  in global routing
setup buffers                                2                  1
hold buffers                                 0                  0
gates resized                              341                  0
endpoints found under the setup margin      85                 16
## layer usage
metal | global-route usage, % | wire length, um
met1 | 16.5 | 3370
met2 | 17.4 | 3150
met3 | 6.33 | 896
met4 | 1.69 | 114
met5 | 0 | 0
## power by group through the flow
stage         clock network, mW  logic [mW]  registers, mW
CTS                        3.41        1.03           3.72
finish                     3.28        1.01           3.72
global route               3.55        1.12           3.74
## kinds of logic (layout without fill, tap and decap cells)
kind of cell | count (synthesis) | in the layout
buffers and inverters | 102 | 204
multiplexers | 85 | 85
flip-flops | 85 | 85
AND/OR/NAND/NOR | 85 | 85
Power figures rest on the tool's default switching activity, not on a simulated workload.
