==> flow/design.v <==
module BitCell( input clk,  input rst, input D, input WriteEnable, input ReadEnable1, input ReadEnable2, inout Bitline1, inout Bitline2);
wire q;
dff ff(.q(q), .d(D), .wen(WriteEnable), .clk(clk), .rst(rst));
assign Bitline1 = (ReadEnable1) ? q : 1'bz;
assign Bitline2 = (ReadEnable2) ? q : 1'bz;
endmodule 
module dff (q, d, wen, clk, rst);
    output         q;  
    input          d;  
    input 	   wen;  
    input          clk;  
    input          rst;  
    reg            state;
    assign q = state;
    always @(posedge clk) begin
      state = rst ? 0 : (wen ? d : state);
    end
endmodule
module memwb(input clk, rst, flush, write, stall_in, input [2:0] nvz, input [15:0] inst_data, mem_out, alu_out, exmemPC, output stall_out, flush_out, output[2:0] nvz_pl, output [15:0] inst_data_pl, mem_out_pl, alu_out_pl, memwbPC);
register_16b inst_reg(.clk(clk), .rst(rst), .write_en(write), .data_in(inst_data), .data_out(inst_data_pl));
register_16b alu_reg(.clk(clk), .rst(rst), .write_en(write), .data_in(alu_out), .data_out(alu_out_pl));
register_16b mem_reg(.clk(clk), .rst(rst), .write_en(write), .data_in(mem_out), .data_out(mem_out_pl));
register_16b memwbPC_reg(.clk(clk), .rst(rst), .write_en(write), .data_in(exmemPC), .data_out(memwbPC));
dff n(.q(nvz_pl[2]), .d(nvz[2]), .wen(write), .clk(clk), .rst(rst));
dff v(.q(nvz_pl[1]), .d(nvz[1]), .wen(write), .clk(clk), .rst(rst));
dff z(.q(nvz_pl[0]), .d(nvz[0]), .wen(write), .clk(clk), .rst(rst));
dff stall(.q(stall_out), .d(stall_in), .wen(write), .clk(clk), .rst(rst));
dff flushff(.q(flush_out), .d(flush), .wen(write), .clk(clk), .rst(rst));
endmodule
module register_16b(input clk, rst, write_en, input[15:0] data_in, output [15:0] data_out);
	dff bit0(.q(data_out[0]), .d(data_in[0]), .wen(write_en), .clk(clk), .rst(rst));
	dff bit1(.q(data_out[1]), .d(data_in[1]), .wen(write_en), .clk(clk), .rst(rst));
	dff bit2(.q(data_out[2]), .d(data_in[2]), .wen(write_en), .clk(clk), .rst(rst));
	dff bit3(.q(data_out[3]), .d(data_in[3]), .wen(write_en), .clk(clk), .rst(rst));
	dff bit4(.q(data_out[4]), .d(data_in[4]), .wen(write_en), .clk(clk), .rst(rst));
	dff bit5(.q(data_out[5]), .d(data_in[5]), .wen(write_en), .clk(clk), .rst(rst));
	dff bit6(.q(data_out[6]), .d(data_in[6]), .wen(write_en), .clk(clk), .rst(rst));
	dff bit7(.q(data_out[7]), .d(data_in[7]), .wen(write_en), .clk(clk), .rst(rst));
	dff bit8(.q(data_out[8]), .d(data_in[8]), .wen(write_en), .clk(clk), .rst(rst));
	dff bit9(.q(data_out[9]), .d(data_in[9]), .wen(write_en), .clk(clk), .rst(rst));
	dff bit10(.q(data_out[10]), .d(data_in[10]), .wen(write_en), .clk(clk), .rst(rst));
	dff bit11(.q(data_out[11]), .d(data_in[11]), .wen(write_en), .clk(clk), .rst(rst));
	dff bit12(.q(data_out[12]), .d(data_in[12]), .wen(write_en), .clk(clk), .rst(rst));
	dff bit13(.q(data_out[13]), .d(data_in[13]), .wen(write_en), .clk(clk), .rst(rst));
	dff bit14(.q(data_out[14]), .d(data_in[14]), .wen(write_en), .clk(clk), .rst(rst));
	dff bit15(.q(data_out[15]), .d(data_in[15]), .wen(write_en), .clk(clk), .rst(rst));
endmodule
==> flow/run.sh <==
#!/bin/bash
# OpenROAD 26Q1-2900-gdf79404cd8, Yosys 0.63+post, stock flow scripts
make -C /OpenROAD-flow-scripts/flow DESIGN_CONFIG=/design/flow/config.mk WORK_HOME=/design/flow/orfs finish
==> flow/config.mk <==
export PLATFORM = sky130hd
export DESIGN_NAME = memwb
export DESIGN_NICKNAME = memwb
export VERILOG_FILES = /design/flow/design.v
export SDC_FILE = /design/flow/constraint.sdc
export NUM_CORES = 4
export LEC_CHECK = 1
export CORE_UTILIZATION = 40
==> flow/constraint.sdc <==
current_design memwb

set clk_period 1.0
set clk_io_pct 0.2

create_clock -name clk0 -period $clk_period [get_ports {clk}]

set non_clock_inputs [all_inputs -no_clocks]
set_input_delay [expr $clk_period * $clk_io_pct] -clock clk0 $non_clock_inputs
set_output_delay [expr $clk_period * $clk_io_pct] -clock clk0 [all_outputs]
==> results.txt <==
run results: worst slew pin tran=about 0.20 ns, register share after synthesis=0.469, fin crit period=between 0.9 and 1 ns, Core ar.=6940 sq um, number of max-cap violations=0, Detail Route Antenna Nets=0, Top Ports=141, crit path buf inv count=1, largest net degree at the start of global routing=between 40 and 50, clk sinks=about 69, Power Dens Cells=1490 nW/um^2, cells along the critical path=buf_2, worst-case clock skew=0 ns, Top cells excl fill/tap=70 x buf_2, 69 x mux2i_1, 69 x nor2_1, 69 x dfxtp_2, 69 x clkdlybuf4s50_1, Syn Inst Count=290, total die size=7700 sq um, dominant logic cell type in the layout=buf_2, I/O Buffers=~140, Clock Latency Late Sink=0.33 ns, row count=30, Syn. warnings=3, n_diodes=0, Log Warnings=26, CTS max path bufs=2, CTS tree=yes, final instance area=between 3000 and 4000 sq um, Final Wtd Congestion=roughly 0.73, Synth flops=69, crit path max fanout=2, global-route wire length before repair=8.95 mm, antenna violations before repair=0, Crit path arrival time=approximately 0.76 ns, final period utilization=0.964, share of cells above drive strength 1=0.436, Crit. End Element=output pin, yosys stat chip area=2940 sq um, Avg WL per Cell=12.7 microns, Slew Viols, Final=0, Leak Pwr=around 1.9 nW, GRT overflow=0, Syn Area/Cell=10.1 sq um, placed instance area=slightly below 4000 sq um, Final Hold Fails=0, Clock Pin Slew Worst Setup and Hold Paths=~0.07 ns, hold_sp=write, # hold bufs at CTS=0, Via Count=between 1500 and 2000, Critical Path Start=v.state, type of the worst min-delay path=primary input to flop, crit start category=flop, Max-slew headroom=0.869, die height=approximately 90 microns, Final HPWL DP=4.07 mm, logic area=950 sq um, Initial DRC Count=around 52, Worst path max stage delay=0.32 ns, kind of cell adding the most delay to the critical path=flip-flops, final setup fails=0, Worst Path Required=~0.8 ns, htree depth=3, distinct lib cells=7, DRC Markers=0, Post-Layout Cell Count=465, worst reg2reg startpoint=inst_reg.bit10.state, FF+latch area=1470 sq um, Cell Area, Synth=2940 sq um, # Cells Yosys=290, Overall Global Routing Usage=0.154, vias in the first global route=1944, type of the worst setup path=flop to output pin, status=complete, no violations, Crit-path slowest cell=dfxtp_2, 1st-pass router iterations=4, die width=87.8 microns, fmax=1040 MHz, Placed Cells=449, WL final=around 6 mm, TritonCTS buffer count=9, vias per inst=4.29, maximum VDD drop=0.724 mV, Clock Root Buffer=clkbuf_8, RSZ-0062 raised after global routing=true, # fillers=between 600 and 700, P&R area growth vs syn=32.1%, FP Core Util=0.424
power by group:
group | switching [mW] | internal (mW) | total [mW]
Clock | 0.949 | 1.00 | 1.95
Combinational | 0.272 | 0.548 | 0.820
Sequential | 0.0687 | 2.94 | 3.01
Total | 1.29 | 4.49 | 5.78
logic make-up (layout without fill, tap and decap cells):
family,after synthesis,after routing,share of synthesized area
simple gates,69,69,0.0880
mux,69,69,0.235
flops,69,69,0.469
buf+inv,83,162,0.208
final timing paths:
path                           to  slack, ns  cells past startpoint
max                     nvz_pl[1]       0.04                      1
min           inst_reg.bit8.state       0.25                      3
max reg2reg  inst_reg.bit10.state       0.29                      3
min reg2reg   inst_reg.bit8.state       0.48                      2
layout make-up:
type | count | share of cell area
Clock inverter | 2 | 0.00258
Clock buffer | 12 | 0.0399
Multi-Input combinational cell | 138 | 0.244
Sequential cell | 69 | 0.378
Timing Repair Buffer | 148 | 0.305
Tap cell | 96 | 0.0309
cell usage after synthesis, drive strengths merged:
cell / n / area, sq um
buf: 78 / 593
clkbuf: 5 / 18.8
dfxtp: 69 / 1380
mux2i: 69 / 691
nor2: 69 / 259
metrics by stage:
stage           util  hold WS [ns]  setup TNS, ns  worst slack (ns)  power, mW
5_1_grt        0.560         0.256        -0.0235          -0.00755       6.08
6_report       0.560         0.246              0            0.0355       5.78
3_3_place_gp   0.571         0.471       -0.00753          -0.00529       4.01
4_1_cts        0.560         0.241              0            0.0170       5.88
2_1_floorplan      -         0.347              0            0.0604       3.56
3_5_place_dp   0.571         0.481       -0.00921          -0.00440       4.02
per-layer routing:
metal,vias to the layer above,track usage,share of wire
li1,1016,-,-
met1,880,0.223,0.45
met2,91,0.230,0.41
met3,8,0.0582,0.12
met4,0,0.0253,0.013
met5,-,0,0
repair_timing:
item,4_1_cts,5_1_grt
gates resized,280,0
setup buffers,2,0
endpoints found under the setup margin,69,7
endpoints found under the hold margin,0,0
Power figures rest on the tool's default switching activity, not on a simulated workload.
